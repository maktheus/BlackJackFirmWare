File: flow/run.sh
#!/bin/bash
# OpenROAD 26Q1-2900-gdf79404cd8, Yosys 0.63+post, stock flow scripts
make -C /OpenROAD-flow-scripts/flow DESIGN_CONFIG=/design/flow/config.mk WORK_HOME=/design/flow/orfs finish
File: flow/config.mk
export PLATFORM = sky130hd
export DESIGN_NAME = blackJackStateMachine
export DESIGN_NICKNAME = blackJackStateMachine
export VERILOG_FILES = /design/flow/design.v
export SDC_FILE = /design/flow/constraint.sdc
export NUM_CORES = 4
export LEC_CHECK = 1
export CORE_AREA = 10 10 106 106
export DIE_AREA = 0 0 116 116
File: flow/constraint.sdc
current_design blackJackStateMachine

set clk_period 2.4
set clk_io_pct 0.2

create_clock -name clk0 -period $clk_period [get_ports {clock}]

set non_clock_inputs [all_inputs -no_clocks]
set_input_delay [expr $clk_period * $clk_io_pct] -clock clk0 $non_clock_inputs
set_output_delay [expr $clk_period * $clk_io_pct] -clock clk0 [all_outputs]
File: flow/design.v
module blackJackStateMachine(
    input wire clock,
    input wire reset,
    input wire stay,
    input wire hit,
    input wire [3:0] cards,
    output reg win,
    output reg lose,
    output reg draw,
    output reg [7:0] player7SegmentsDisplay,
    output reg [7:0] dealer7SegmentsDisplay
);
    parameter S0 = 2'b00;  
    parameter S1 = 2'b01;  
    parameter S2 = 2'b10;  
    parameter S3 = 2'b11;  
    reg [1:0] state, next_state;
    reg dealerStay, playerStay;
    reg [5:0] playerScore, dealerScore;
    wire isAce = cards == 4'b1010;
    wire cardValue = isAce ? (playerScore + 11 <= 6'd21 ? 6'd11 : 6'd1) : cards;
    initial begin
        state = S0;
        next_state = S0;
        playerScore = 6'd0;
        dealerScore = 6'd0;
        playerStay = 1'b0;
        dealerStay = 1'b0;
    end
    always @(posedge clock or posedge reset) begin
        if (reset) state = S0;
        else state = next_state;
    end
    always @(state or hit or stay or dealerStay or playerStay or cards or reset ) begin
        win = 0; lose = 0; draw = 0; 
        player7SegmentsDisplay = 8'b00000000; 
        dealer7SegmentsDisplay = 8'b00000000; 
        next_state = state;
        case(state)
            S0: begin  
                if(cards != 4'b0000) begin
                    playerScore = playerScore + cardValue;
                    player7SegmentsDisplay = playerScore;
                    next_state = S1;
                end
            end
            S1: begin  
                if(reset) begin
                    next_state = S0;
                end
                else if(stay) begin
                    next_state = S2;
                    playerStay = 1;
                end
                else if(hit && cards != 4'b0000) begin
                    playerScore = playerScore + cardValue;
                    player7SegmentsDisplay = playerScore;
                    if(playerScore > 6'd21) begin
                        win = 0; lose = 1; draw = 0;
                        next_state = S3;  
                    end
                end
                else if(dealerStay && playerStay ) begin
                    next_state = S3;  
                end
            end
            S2: begin  
                if (reset) begin
                    next_state = S0;
                end
                if(dealerScore <= 6'd16 && cards != 4'b0000) begin
                    dealerScore = dealerScore + cardValue;
                    dealer7SegmentsDisplay = dealerScore;
                    if(dealerScore > 6'd21) begin
                        win = 1; lose = 0; draw = 0;
                        next_state = S3;  
                    end
                end
                else if(dealerStay && playerStay ) begin
                    next_state = S3;  
                end
                else if(dealerScore >= 6'd17 || dealerStay) begin
                    next_state = S2;  
                    dealerStay = 1;
                end
            end
            S3: begin  
                player7SegmentsDisplay = playerScore;
                dealer7SegmentsDisplay = dealerScore;
                if(dealerScore > 6'd21) begin
                    win = 1; lose = 0; draw = 0;
                end
                else if (playerScore > 6'd21) begin
                    win = 0; lose = 1; draw = 0;
                end
                else if(playerScore > dealerScore) begin
                        win = 1; lose = 0; draw = 0;
                end
                else if(playerScore < dealerScore) begin
                    win = 0; lose = 1; draw = 0;
                end
                else begin
                    win = 0; lose = 0; draw = 1;
                end
                if(reset) begin
                    next_state = S0;
                end
            end
        endcase
    end
endmodule
==> impl_table.tex <==
% Yosys + OpenROAD metrics
\begin{tabular}{lr}
\hline
Metric & Value \\
\hline
\multicolumn{2}{l}{\textbf{Outcome}} \\
Run status & finished with violations \\
Failing checks & setup timing \\
\multicolumn{2}{l}{\textbf{Floorplanning}} \\
X dimension of the die & approximately 120 um \\
Floorplan-stage core utilization & between 10\% and 20\% \\
Die Size & between 10000 and 15000 um\^{}2 \\
Count of standard-cell rows & 34 \\
Placeable core region & about 8800 um\^{}2 \\
Die height & approximately 120 um \\
Top-Level Pins & 27 \\
\multicolumn{2}{l}{\textbf{Critical path}} \\
Worst endpoint data arrival time & 2140 ps \\
Critical path's largest stage delay & roughly 280 ps \\
CP most frequent cell & sky130\_fd\_sc\_hd\_\_buf\_6 \\
Critical-path cell list & buf\_6 > o21bai\_4 > buf\_6 > ha\_4 > ha\_4 > buf\_6 > a32oi\_1 > a21oi\_1 > nor2\_1 > nor2\_1 > a311o\_1 > buf\_2 \\
Source of the critical timing path & cards[0] \\
Crit end category & output pin \\
Reg-to-reg startpoint & state[0] \\
Setup CP Type & in2out \\
Standard cell with the maximum stage delay on the critical path & sky130\_fd\_sc\_hd\_\_a311o\_1 \\
Cells on worst reg2reg path & 9 \\
Internal reg-to-reg setup slack & approximately 570 ps \\
Required time at the worst-slack endpoint & roughly 1900 ps \\
Reg-to-Reg End & state[1] \\
Startpoint type of the worst setup path & input pin \\
Peak fanout along the critical path & 3 \\
CP endpoint & win \\
\multicolumn{2}{l}{\textbf{STA}} \\
Fin worst setup slack & -225 ps \\
RSZ-0062 raised after global routing & yes \\
Tcrit/Tclk final & 109\% \\
Number of unconstrained endpoints & 12 \\
Worst Clk Skew & 1.28 ps \\
Maximum frequency from static timing analysis & between 300 and 400 MHz \\
Final Hold Vio Count & 0 \\
Min Tclk post-route & 2620 ps \\
Max Slew Vio Count & 0 \\
Transition at the pin with the smallest max-transition slack & 757 ps \\
Worst slew slack as a fraction of its limit & 49.0\% \\
Register pins left without a clock & 14 \\
Setup-failing EPs final & 4 \\
\multicolumn{2}{l}{\textbf{Synthesis}} \\
Dominant flop cell & sky130\_fd\_sc\_hd\_\_dlxtn\_1 \\
Combined area of all synthesized cells & 1250 um\^{}2 \\
\#FFs+latches synth & 16 \\
Post-synth EDFFs & 0 \\
Number of distinct standard cells referenced by the synthesized netlist & just over 40 \\
Average footprint of a synthesized cell & $\sim$7.4 um\^{}2 \\
Yosys cell count & between 150 and 200 \\
Tally of yosys warning messages & 38 \\
Synthesis area per yosys & $\sim$1300 um\^{}2 \\
Async set-reset flop share out of synthesis & 12.5\% \\
Number of cells produced by synthesis & between 150 and 200 \\
\multicolumn{2}{l}{\textbf{Route}} \\
Top routing layer in use & met4 \\
\# DRC & 0 \\
Routed length on met1 & a little over 2 mm \\
Detailed Route Iter0 Violations & $\sim$56 \\
Total number of vias & $\sim$1400 \\
Antenna violation net count after detailed routing & 0 \\
Final WL & between 4 and 5 mm \\
Wire per inst & approximately 12 um \\
Met3 routed wirelength & around 270 um \\
Final antenna diode count & 0 \\
Detail Route met2 WL & a little under 2 mm \\
First-pass DRT Iterations & 4 \\
Per-cell via count in the routed design & about 4.1 \\
\multicolumn{2}{l}{\textbf{Clocking}} \\
TritonCTS clock tree & yes \\
Source-to-sink clock delay at the later pin of the worst-skew pair & 210 ps \\
CTS clock-pin slew for the worst setup and hold paths & 30 ps \\
Cts bufs inserted & 3 \\
Clk Tree Root Cell & sky130\_fd\_sc\_hd\_\_clkbuf\_8 \\
Number of buffers between clock root and the deepest sink & 2 \\
H-tree level count & 1 \\
\multicolumn{2}{l}{\textbf{Power and ir drop}} \\
Power Dens Cells & around 1100 nW/um\^{}2 \\
Static leakage & between 1 and 1.5 nW \\
Worst voltage drop across the vdd grid & between 300 and 400 uV \\
Final Total Pwr & around 2.6 mW \\
\multicolumn{2}{l}{\textbf{Run}} \\
Count of tool warnings & 30 \\
Maxcap violations & 0 \\
\multicolumn{2}{l}{\textbf{Finish}} \\
End-of-flow core utilization & a little over a quarter \\
Number of fill cells in the layout & 921 \\
Area growth syn-to-layout & 90.3\% \\
Area of combinational cells with multiple inputs & between 1000 and 1500 um\^{}2 \\
Register Area & 260 um\^{}2 \\
Final design instance area without fill & about 2400 um\^{}2 \\
Share of layout cells above drive strength 1 & 49.6\% \\
\multicolumn{2}{l}{\textbf{Global routing}} \\
First-pass GRT wire length & slightly below 7 mm \\
Total global-route track usage & roughly 6.2\% \\
Vias in the first global route & roughly 1400 \\
Antenna violations before repair & 0 \\
Maximum number of pins on one net before global-route repair & 12 \\
Total congestion overflow after global routing & 0 \\
\multicolumn{2}{l}{\textbf{Hold path}} \\
Type of the most critical hold path & in2async \\
\multicolumn{2}{l}{\textbf{Place}} \\
Count of input and output buffers & 22 \\
DPL Wire Length & between 3 and 4 mm \\
Final Wtd Congestion & approximately 0.86 \\
Standard cell area after detailed placement & approximately 1800 um\^{}2 \\
\hline
\end{tabular}
[worst min-delay path by stage]
stage / start / to / slack [ps]
finish: reset / state[0] / 470
global route: reset / state[0] / 500
CTS: reset / state[0] / 460
[critical path, delay by kind of cell]
kind	cells	cell delay (ps)
fa+ha+maj	2	320
compound gates	4	720
simple gates	2	160
buf+inv	4	450
[state kept, by name, summed over array words and instances, names as in the netlist]
name	cells
dealerScore	6
playerScore	6
state	2
dealerStay	1
playerStay	1
[what timing repair did]
item,in CTS,in global routing
pin swaps,20,27
hold buffers,0,0
gates resized,90,50
setup buffers,12,12
setup endpoints to repair,17,14
cloned,0,0
[power by group]
part | internal, mW | switching (mW)
registers | 0.306 | 0.239
clock network | 0.106 | 0.0238
logic | 1.04 | 0.931
[metal layers]
layer  vias to the layer above  global-route usage (%)
li1                        739                       -
met1                       668                    8.67
met2                        35                    9.78
met3                         2                    1.41
met4                         0                   0.917
met5                         -                       0
[cell families after synthesis]
group | count (synthesis) | share of synthesized area (%)
AOI/OAI and AO/OA | 49 | 28.7
xor gates and xnor gates | 8 | 5.59
adders and majority gates | 14 | 14.0
buffers and inverters | 27 | 9.99
DFF | 2 | 4.00
latches | 14 | 16.8
other | 2 | 0.600
and+or+nand+nor | 53 | 20.4
[Yosys cell counts (2+ instances only)]
master / count / area, um^2
sky130_fd_sc_hd__dlxtn_1: 14 / 210
sky130_fd_sc_hd__a21o_1: 2 / 15.0
sky130_fd_sc_hd__o211ai_1: 2 / 15.0
sky130_fd_sc_hd__nand2_1: 16 / 60.1
sky130_fd_sc_hd__a22o_1: 4 / 35.0
sky130_fd_sc_hd__buf_4: 4 / 30.0
sky130_fd_sc_hd__a22oi_1: 2 / 15.0
sky130_fd_sc_hd__conb_1: 2 / 7.51
sky130_fd_sc_hd__clkbuf_1: 4 / 15.0
sky130_fd_sc_hd__dfrtp_1: 2 / 50.1
sky130_fd_sc_hd__a21oi_1: 10 / 50.1
sky130_fd_sc_hd__nor2_1: 14 / 52.6
sky130_fd_sc_hd__o22ai_1: 2 / 12.5
sky130_fd_sc_hd__nor3_1: 5 / 25.0
sky130_fd_sc_hd__nand3_1: 6 / 30.0
sky130_fd_sc_hd__xor2_1: 5 / 43.8
sky130_fd_sc_hd__inv_1: 17 / 63.8
sky130_fd_sc_hd__ha_1: 14 / 175
sky130_fd_sc_hd__xnor2_1: 3 / 26.3
sky130_fd_sc_hd__a221oi_1: 2 / 17.5
sky130_fd_sc_hd__a32o_1: 4 / 40.0
sky130_fd_sc_hd__nor2b_1: 5 / 31.3
sky130_fd_sc_hd__o21ai_0: 12 / 60.1
[stage by stage]
| stage | hold slack (ps) | std cells | setup WS (ps) | TNS (ps) |
|---|---|---|---|---|
| 2_1_floorplan | 235 | 173 | 22.1 | 0 |
| 3_3_place_gp | 643 | 325 | -1180 | -11420 |
| 3_5_place_dp | 652 | 325 | -1200 | -12210 |
| 4_1_cts | 460 | 339 | -278 | -1530 |
| 5_1_grt | 502 | 348 | -329 | -989 |
| 6_report | 472 | 348 | -225 | -473 |
[layout make-up]
| class | count | share of cell area (%) |
|---|---|---|
| Inverter | 17 | 2.68 |
| Multi-Input combinational cell | 130 | 52.0 |
| Tap cell | 108 | 5.67 |
| Timing Repair Buffer | 74 | 27.0 |
| Sequential cell | 16 | 10.9 |
| Clock buffer | 3 | 1.73 |
[layout by cell type, fill, tap and decap left out, drive strengths merged, types with 5 or more instances in the layout]
cell and n:
dlxtn 14, nand3 6, nor2b 5, ha 14
o21ai 12, nor3 5, dlygate4sd2 5, nand2 16
buf 60, inv 17, clkbuf 7, conb 6
xor2 5, nor2 14, a21oi 10
Power and IR drop assume default switching activity.
